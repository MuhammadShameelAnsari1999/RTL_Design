## design/flow/config.mk

```make
export PLATFORM = sky130hd
export DESIGN_NAME = Odd_Counter
export DESIGN_NICKNAME = Odd_Counter
export VERILOG_FILES = /design/flow/design.v
export SDC_FILE = /design/flow/constraint.sdc
export NUM_CORES = 4
export LEC_CHECK = 1
export CORE_AREA = 10 10 106 106
export DIE_AREA = 0 0 116 116
```

## design/flow/constraint.sdc

```tcl
current_design Odd_Counter

set clk_period 7.0
set clk_io_pct 0.2

create_clock -name clk0 -period $clk_period [get_ports {Clk}]

set non_clock_inputs [all_inputs -no_clocks]
set_input_delay [expr $clk_period * $clk_io_pct] -clock clk0 $non_clock_inputs
set_output_delay [expr $clk_period * $clk_io_pct] -clock clk0 [all_outputs]
```

## design/flow/design.v

```verilog
module Odd_Counter(
    input Clk, Rst_l,        
    output logic [31:0] Count  
);
    always_ff @ (posedge Clk or negedge Rst_l) begin
        if (~Rst_l)
          Count <= 32'h1;  
        else
            Count <= Count + 2'h2;  
    end
endmodule
```

## design/flow/run.sh

```bash
#!/bin/bash
# OpenROAD 26Q1-2900-gdf79404cd8, Yosys 0.63+post, stock flow scripts
make -C /OpenROAD-flow-scripts/flow DESIGN_CONFIG=/design/flow/config.mk WORK_HOME=/design/flow/orfs finish
```

==> node_exporter_impl.prom <==
# HELP chip_impl_metric Physical implementation figures
# TYPE chip_impl_metric gauge
chip_impl_metric{name="floorplan.rows",unit=""} 34
chip_impl_metric{name="number_of_endpoints_failing_setup_at_the_final_stage",unit=""} 0
chip_impl_info{name="worstHoldPathType",value="register to register"} 1
chip_impl_info{name="startpoint_type",value="register"} 1
chip_impl_metric{name="pwr_density_cell",unit="nW/um2"} 170
chip_impl_metric{name="numCtsBuffers",unit=""} 5
chip_impl_metric{name="cts-htree-levels",unit=""} 2
chip_impl_metric{name="dp_cells",unit=""} 253
chip_impl_metric{name="post_route_cells_drive_above_1_share",unit="%"} 8.55
chip_impl_metric{name="clk_transition_reported_paths",unit="ns"} 0.06
chip_impl_metric{name="finalNonFillerCells",unit=""} 260
chip_impl_metric{name="cts-resized-gates",unit=""} 0
chip_impl_metric{name="via_count",unit=""} 957
chip_impl_metric{name="first_pass_iters",unit=""} 4
chip_impl_info{name="unrepaired_setup_endpoints_after_global_routing",value="false"} 1
chip_impl_metric{name="final_hold_violation_count",unit=""} 0
chip_impl_info{name="yosys-dominant-comb-family",value="simple AND/OR/NAND/NOR gates"} 1
chip_impl_info{name="critPathSlowestCell",value="clkdlybuf4s50_1"} 1
chip_impl_metric{name="enable_flop_cells",unit=""} 0
chip_impl_metric{name="gr_util_met1",unit="%"} 6.49
chip_impl_metric{name="use_met2",unit="%"} 7.36
chip_impl_metric{name="synth_xor_xnor_area_share",unit="%"} 18.7
chip_impl_metric{name="antennaDiodeCount",unit=""} 0
chip_impl_metric{name="post_synth_num_cell_types",unit=""} 21
chip_impl_metric{name="syn_warnings",unit=""} 1
chip_impl_metric{name="die_w",unit="um"} 116
chip_impl_metric{name="clk_path_buf_depth",unit=""} 2
chip_impl_metric{name="port-buffer-count",unit=""} 32
chip_impl_metric{name="largest_register_ff_count",unit=""} 31
chip_impl_metric{name="grt_pass1_wl",unit="mm"} 5.16
chip_impl_info{name="crit_family",value="buffers and inverters"} 1
chip_impl_metric{name="core",unit="um2"} 8850
chip_impl_info{name="cts-root-buf",value="clkbuf_8"} 1
chip_impl_metric{name="max_freq",unit="MHz"} 375
chip_impl_metric{name="max_stage_delay",unit="ns"} 0.51
chip_impl_info{name="post-synth-top-area-cell",value="dfrtp_1"} 1
chip_impl_metric{name="post-route-drc-count",unit=""} 0
chip_impl_metric{name="synth.ff_latch_count",unit=""} 31
chip_impl_metric{name="dp_slack",unit="ns"} 4.63
chip_impl_metric{name="worst_skew_pair.late_latency",unit="ns"} 0.27
chip_impl_metric{name="post_drt_via_cell_ratio",unit=""} 3.68
chip_impl_info{name="status",value="completed"} 1
chip_impl_metric{name="yosysChipArea",unit="um2"} 1360
chip_impl_metric{name="synth.cellmix.compoundShare",unit="%"} 0
chip_impl_metric{name="synth_area_per_cell",unit="um2"} 12.0
chip_impl_metric{name="final.fill_count",unit=""} 952
chip_impl_metric{name="timing.max_slew.rel_slack",unit="%"} 55.4
chip_impl_metric{name="initial_core_util",unit="%"} 15.3
chip_impl_info{name="critical_path.endpoint_type",value="output port"} 1
chip_impl_info{name="max_flop_register",value="Count"} 1
chip_impl_metric{name="mux_share",unit="%"} 0
chip_impl_metric{name="cp.arrival",unit="ns"} 1.27
chip_impl_metric{name="hold_slack",unit="ns"} 0.472
chip_impl_metric{name="antenna_violating_nets_post_route",unit=""} 0
chip_impl_metric{name="top_level_ports",unit=""} 34
chip_impl_metric{name="post_detailed_route_wirelength_per_cell",unit="um"} 12.2
chip_impl_metric{name="grt_pass1_vias",unit=""} 948
chip_impl_metric{name="synth_sequential_area_ratio",unit="%"} 57.2
chip_impl_metric{name="cts_sinks",unit=""} 31
chip_impl_metric{name="detailedRoute.firstIterationViolations",unit=""} 44
chip_impl_metric{name="fin_ws",unit="ns"} 4.33
chip_impl_metric{name="globalRoute.totalOverflow",unit=""} 0
chip_impl_info{name="most_common_cell",value="dfrtp_1"} 1
chip_impl_metric{name="critPathMaxFanout",unit=""} 6
chip_impl_metric{name="area_share_of_and_or_nand_nor_cells_after_synthesis",unit="%"} 21.7
chip_impl_metric{name="max-cap-violations",unit=""} 0
chip_impl_info{name="cp_cell_sequence",value="clkdlybuf4s50_1"} 1
chip_impl_metric{name="crit_required",unit="ns"} 5.60
chip_impl_metric{name="post_synth_inst_count",unit=""} 113
chip_impl_metric{name="synthToLayoutAreaGrowth",unit="%"} 40.1
chip_impl_metric{name="log.warning_count",unit=""} 25
chip_impl_info{name="synthTopCellsByArea",value="dfrtp_1, xnor2_1, nand3_1, xor2_1, nand4_1"} 1
chip_impl_metric{name="transition_time_at_the_pin_with_the_least_slew_margin",unit="ns"} 0.665
chip_impl_metric{name="final.min_clock_period",unit="ns"} 2.67
chip_impl_metric{name="chip_area",unit="um2"} 13500
chip_impl_metric{name="fin_skew",unit="ns"} 0.00485
chip_impl_info{name="grt-busiest-layer",value="met2"} 1
chip_impl_metric{name="finalWeightedCongestion",unit=""} 0.746
chip_impl_metric{name="vdd.ir_drop.worst",unit="V"} 0.0000545
chip_impl_metric{name="hpwl_after_dpl",unit="mm"} 2.46
chip_impl_metric{name="grt_start_max_net_pins",unit=""} 32
chip_impl_metric{name="grt_usage",unit="%"} 4.89
chip_impl_metric{name="yosys-stat-cells",unit=""} 113
chip_impl_metric{name="synth_area",unit="um2"} 1360
chip_impl_info{name="tritoncts",value="yes"} 1
chip_impl_metric{name="power.total",unit="mW"} 0.322
chip_impl_metric{name="synth_adder_area_share",unit="%"} 0.923
chip_impl_metric{name="post_cts_hold_buffer_count",unit=""} 0
chip_impl_metric{name="post_cts_buffers",unit=""} 0
chip_impl_info{name="largest_regs",value="Count x31"} 1
chip_impl_metric{name="synth_top_area_share",unit="%"} 57.2
chip_impl_metric{name="finalWirelength",unit="mm"} 3.18
chip_impl_metric{name="fin_crit_sh",unit="%"} 38.1
chip_impl_info{name="path_class",value="register to output port"} 1
chip_impl_metric{name="use_met3",unit="%"} 2.15
chip_impl_metric{name="total_leakage_power",unit="nW"} 0.759
chip_impl_metric{name="die_h",unit="um"} 116
chip_impl_info{name="ys_top_cells_by_count",value="dfrtp_1, xnor2_1, nand3_1, nand4_1, nand2_1"} 1
chip_impl_metric{name="worst-path-buf-inv",unit=""} 1
chip_impl_info{name="ff_type",value="dfrtp_1"} 1
chip_impl_metric{name="synth-async-reset-ratio",unit="%"} 100
chip_impl_metric{name="setup_total_negative_slack",unit="ns"} 0
chip_impl_metric{name="antenna_found_initial",unit=""} 0
chip_impl_metric{name="finalMaxSlewViolations",unit=""} 0
cells by family (layout without fill, tap and decap cells):
logic type | Yosys count | after routing
and+or+nand+nor | 48 | 48
DFF | 31 | 31
xor gates and xnor gates | 29 | 29
buffers and inverters | 3 | 42
adders and majority gates | 1 | 1
other | 1 | 1
layout make-up:
cell class / instances / area [um2] / share of cell area, %
Sequential cell: 31 / 776 / 40.9
Multi-Input combinational cell: 79 / 564 / 29.7
Timing Repair Buffer: 33 / 328 / 17.3
Tap cell: 108 / 135 / 7.12
Clock buffer: 6 / 82.6 / 4.35
Inverter: 2 / 7.51 / 0.396
Clock inverter: 1 / 5.00 / 0.264
power breakdown:
part / leakage [nW] / internal [mW] / switching [mW]
Sequential: 0.424 / 0.179 / 0
Clock: 0.0470 / 0.0770 / 0.0617
Combinational: 0.289 / 0.000851 / 0.00350
cell usage in the layout, fill, tap and decap left out, drive strengths merged:
master | synthesis | final
dfrtp | 31 | 31
nand3 | 15 | 15
nand4 | 9 | 9
ha | 1 | 1
buf | 1 | 1
inv | 2 | 2
and4 | 1 | 1
and3 | 3 | 3
and2 | 3 | 3
xor2 | 6 | 6
nor4 | 3 | 3
nor2 | 5 | 5
xnor2 | 23 | 23
clkbuf | 0 | 6
conb | 1 | 1
nand2 | 7 | 7
clkinv | 0 | 1
clkdlybuf4s50 | 0 | 32
nor3 | 2 | 2
metal layers:
layer | wire length [um] | vias to the layer above | part of all wire (%)
met4 | 58 | 0 | 1.8
met5 | 0 | - | 0
met2 | 1400 | 22 | 44
li1 | - | 471 | -
met1 | 1500 | 458 | 47
met3 | 218 | 6 | 6.9
worst register-to-register path: stages, from the launching register on:
cell     delay, ns
dfrtp_1       0.38
ha_1          0.24
nand3_1       0.17
nor3_2        0.51
nand4_1       0.20
xnor2_1       0.16
final timing paths:
kind	startpoint	endpoint	slack (ns)	cells after the start
setup / recovery	Count[4]$_DFF_PN0_	Count[4]	4.33	1
hold / removal	Count[1]$_DFF_PN0_	Count[1]$_DFF_PN0_	0.47	1
setup reg to reg	Count[1]$_DFF_PN0_	Count[23]$_DFF_PN0_	5.23	5
hold reg to reg	Count[1]$_DFF_PN0_	Count[1]$_DFF_PN0_	0.47	1
max in group asynchronous	Rst_l	Count[14]$_DFF_PN0_	5.18	2
min in group asynchronous	Rst_l	Count[4]$_DFF_PN0_	1.51	2
metrics by stage:
step	area, um2	util, %
finish	1900	21.5
global route	1900	21.5
CTS	1900	21.5
detailed placement	1810	20.5
global placement	1810	20.5
floorplan	1360	-
Power and IR drop assume default switching activity.
