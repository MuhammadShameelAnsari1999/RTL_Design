<file path="./run.sh">
#!/bin/bash
# OpenROAD 26Q1-2900-gdf79404cd8, Yosys 0.63+post, stock flow scripts
make -C /OpenROAD-flow-scripts/flow DESIGN_CONFIG=/design/flow/config.mk WORK_HOME=/design/flow/orfs finish
</file>
<file path="./config.mk">
export PLATFORM = sky130hd
export DESIGN_NAME = ALU_UsingAlwaysComb
export DESIGN_NICKNAME = ALU_UsingAlwaysComb
export VERILOG_FILES = /design/flow/design.v
export SDC_FILE = /design/flow/constraint.sdc
export NUM_CORES = 4
export LEC_CHECK = 1
export CORE_UTILIZATION = 50
</file>
<file path="./constraint.sdc">
current_design ALU_UsingAlwaysComb

set clk_period 9.3
set clk_io_pct 0.2

create_clock -name clk0 -period $clk_period

set non_clock_inputs [all_inputs -no_clocks]
set_input_delay [expr $clk_period * $clk_io_pct] -clock clk0 $non_clock_inputs
set_output_delay [expr $clk_period * $clk_io_pct] -clock clk0 [all_outputs]
</file>
<file path="./design.v">
module ALU_UsingAssign(
  input [31:0] A, B,          
  input [2:0] ALUControl,     
  output [31:0] ALUResult,    
  output Zero,                
  output Carry,               
  output Overflow,            
  output Negative             
);
  wire [31:0] Sum;
  wire Cout;
  assign {Cout, Sum} = ~ALUControl[0] ? {1'b0, A + B} : {1'b0, A + (~B + 1)};
  assign ALUResult = (ALUControl == 3'h0) ? Sum :               
                     (ALUControl == 3'h1) ? Sum :               
                     (ALUControl == 3'h2) ? A & B :             
                     (ALUControl == 3'h3) ? A | B :             
                     (ALUControl == 3'h4) ? A ^ B :             
                     (ALUControl == 3'h5) ? {{31{1'b0}}, A[31]} :  
                     (ALUControl == 3'h6) ? A << B :            
                     (ALUControl == 3'h7) ? A >> B :            
                     32'h0;                                     
  assign Zero = &(~ALUResult);
  assign Negative = ALUResult[31];
  assign Overflow = ((Sum[31] ^ A[31]) & 
                     (~(ALUControl[0] ^ B[31] ^ A[31])) &
                     (~ALUControl[1]));
  assign Carry = ((~ALUControl[1]) & Cout);
endmodule
module ALU_UsingAlwaysComb(
  input logic [31:0] A, B,         
  input logic [2:0] ALUControl,    
  output logic [31:0] ALUResult,   
  output logic Zero,               
  output logic Carry,              
  output logic Overflow,           
  output logic Negative            
);
  logic [31:0] Sum;
  logic Cout;
  localparam ADD = 3'h0;
  localparam SUB = 3'h1;
  localparam AND = 3'h2;
  localparam OR = 3'h3;
  localparam XOR = 3'h4;
  localparam SLT = 3'h5;
  localparam SLL = 3'h6;
  localparam SRL = 3'h7;
  always_comb begin
    {Cout, Sum} = ~ALUControl[0] ? A + B : A + (~B + 1);
    case (ALUControl)
      ADD, SUB: ALUResult = Sum;
      AND : ALUResult = A & B;
      OR : ALUResult = A | B;
      XOR : ALUResult = A ^ B;
      SLT : ALUResult = {{31{1'b0}}, A[31]};
      SLL : ALUResult = A << B;
      SRL : ALUResult = A >> B;
      default: ALUResult = 32'h00000000;
    endcase
    Zero = (ALUResult == 32'h0);
    Negative = ALUResult[31];
    Overflow = ((Sum[31] ^ A[31]) & 
                (~(ALUControl[0] ^ B[31] ^ A[31])) &
                (~ALUControl[1]));
    Carry = ((~ALUControl[1]) & Cout);
  end
endmodule
</file>
==> impl.org <==
#+TITLE: Implementation results

** Synthesis
- Before any placement, the netlist area is recorded as 9740 um^2.
- Unique masters post-synth :: roughly 87
- Looking at area per cell type in the netlist, the leader is ha_1.
- Per the Yosys statistics, synthesis produced about 1.4k cells.
- Counting the warning lines in the Yosys log gives 1.
- Area share of the largest cell type after synthesis :: 0.123
- Averaged over all synthesized cells, the footprint is a little over 7 um^2.
- By instance count, the leading cell after synthesis is nand2_1.
- By count the netlist is led by nand2_1, nor2_1, a21oi_1.
- The share of the Yosys chip area taken by registers is 0.
- Top cells by area :: ha_1, mux4_2, mux2i_1
- Number of standard cells after synthesis :: about 1.4k
- The synthesized netlist has a Yosys-reported chip area of a little under 10,000 um^2.

** Global route
- Largest net degree at the start of global routing :: slightly above 80
- For met3 alone, demand over resource in global routing was 0.151.
- Global routing finished with a remaining overflow of 0.
- Global route summary, busiest routing layer listed as met2.
- For met1 alone, demand over resource in global routing was 0.633.
- Routing resource usage on met2 recorded by global route was 0.666.
- The number of global-route vias before repair was ~11k.
- Total global-route track usage over all layers is 0.462.
- The initial antenna violation count is 0.
- The first global-routing pass estimated between 60 and 70 mm of wire.

** Die
- Die height :: 142 um
- In the floorplan report the effective utilization is 0.516.
- Per the OpenROAD floorplan log, the width of the die is about 140 um.
- The report lists the number of standard-cell rows as 50.
- The die covers ~20,000 um^2.
- For this design the top-level I/O count stands at 103.
- In this run the standard cell core region covers around 19,000 um^2.

** STA
- For reference, the final report shows the hold violation count at 0.
- Setup repair after global routing missed its margin :: false
- Setup Viol. Count Final :: 0
- Fmax achieved :: roughly 0.11 GHz
- Max-slew violation count :: 0
- Final cycle utilization of the critical path :: 0.983
- Hold timing on the final database bottoms out at a slack of between 4000 and 5000 ps.
- Shortest period the worst path allows :: around 9100 ps
- Final-layout setup total negative slack :: 0 ps
- The max-slew check reports its worst relative slack as 0.389.
- Least-Margin Pin Slew :: between 900 and 1000 ps

** Clock tree
- The report lists the number of cells resized after CTS as 0.
- Hold repair after CTS inserted 0 buffers.
- After clock tree synthesis, the setup repair step added 0 buffers.

** Placement
- In this run the tool buffered the top-level ports with between 100 and 150 buffer cells.
- Summed over all nets, the half-perimeter wirelength after detailed placement is 35.4 mm.
- Routability congestion estimate :: 1.13
- Dpl cells :: between 1.5k and 2k

** Route
- The first routing iteration left between 1.5k and 2k violations.
- The routed design shows a via density per instance of a little over 7.
- TritonRoute output was used to compute an average wire per cell of 27.4 um.
- Routed Wire Length :: 45.5 mm
- Per the detail_route report, the via count comes to roughly 12k.
- Nets still carrying antenna violations after routing amount to 0.
- The DRC violation total left in the routed layout is recorded as 0.
- Before antenna repair, the detailed router went through 7 iterations.

** Run
- OpenROAD warnings :: slightly below 100
- Max-cap viol count :: 0

** Pwr
- The script extracted a net switching power of 401 uW.
- Power per cell area :: a little over 60 nW/um^2
- Overall power :: around 670 uW
- In the power breakdown, the internal column shows 272 uW.
- The worst-case IR drop observed on VDD is 27.5 uV.
- The switching portion of total power comes to 0.596.
- Static leakage :: 4.33 nW

** Critical path
- By startpoint and endpoint, the worst setup path is classified as in -> out.
- Sort of element at the end of the critical path :: primary output
- In this run the worst path has a maximum fanout of 12.
- The data required time reported for the critical path is roughly 7400 ps.
- Crit path DAT :: 7280 ps
- Type of element launching the critical path :: input port

** Finish
- The area growth from synthesis to layout is 12.2%.
- Final std cells w/o fill :: about 1.7k
- In the final layout, the share of cells above drive strength 1 is 0.108.
- In the final layout, the clock buffer count is 0.
- The area taken by sequential standard cells is reported as 0 um^2.
- The design has 0 sequential cells.

** Status
- Status :: finished, final reports clean

** Min path
- Worst min-delay path class :: in -> out
metrics by stage:
| stage | setup WS [ps] | util | area, um^2 |
|---|---|---|---|
| after floorplan | 1400 | - | 9740 |
| after global placement | 396 | 0.579 | 10900 |
| after detailed placement | 355 | 0.579 | 10900 |
| after CTS | 353 | 0.579 | 10900 |
| after global routing | 90.1 | 0.579 | 10900 |
| final | 160 | 0.579 | 10900 |
cells in the final DEF, fill, tap and decap left out, types with 23 or more instances in the layout:
cell type        Yosys  layout
nor4_1              23      23
mux2i_1             62      62
a211oi_1            33      33
o211ai_1            27      27
clkdlybuf4s50_1      0      99
inv_1               95      94
buf_4                3      51
ha_1                96      96
mux4_2              51      51
nor2_1             111     111
nand2_1            113     113
o21ai_0             83      83
a21oi_1            108     108
nor3_1              32      32
nand3_1             34      34
cell type report:
class              count  area (um^2)
diodes                 1         2.50
well taps            260          325
multi-input cells   1148         8850
repair buffers       153         1400
fillers             1851         7960
inverters             96          360
power by group through the flow:
stage / sequential, mW / combinational [mW] / clock (mW)
after global routing: 0 / 0.714 / 0
after CTS: 0 / 0.649 / 0
metal layers:
metal | part of all wire | up-vias
li1 | - | 5287
met1 | 0.39 | 5621
met2 | 0.42 | 874
met3 | 0.14 | 177
met4 | 0.055 | 0
met5 | 0 | -
worst paths after layout:
kind / startpoint / to / slack [ps] / cells past startpoint
max: A[13] / Zero / 160 / 15
min: ALUControl[0] / Carry / 4700 / 3
cells by family after synthesis:
| family | after synthesis | share of synthesized area |
|---|---|---|
| compound gates | 471 | 0.334 |
| fa+ha+maj | 98 | 0.127 |
| mux | 140 | 0.220 |
| buf+inv | 210 | 0.0922 |
| xor+xnor | 23 | 0.0207 |
| simple gates | 416 | 0.206 |
worst max-delay path: stages:
cell and delay, ps:
clkdlybuf4s50_1 940, inv_1 230, ha_1 550, or4_1 210
nor4b_1 60, o31a_1 120, nor3_1 700, o22ai_1 260
a311oi_1 300, xor2_1 110, a221o_1 360, or4_1 550
or3_1 340, nor4_2 160, clkdlybuf4s50_1 500
Power figures rest on the tool's default switching activity, not on a simulated workload.
